--- flow/design.v ---
package tensorcore_pkg;
  localparam VEC_INSTR_WIDTH = 32;
  localparam CMD_QUEUE_DEPTH = 4;
  typedef struct packed {
    logic [31:0] instruction;
    logic [31:0] rs1;
    logic [31:0] rs2;
  } accelerator_req_t;
  typedef struct packed {
    logic [1:0] resp;
  } accelerator_resp_t;
endpackage : tensorcore_pkg
module fifo #(
  parameter DATA_WIDTH = 32,
  parameter DEPTH = 4
) (
  input wire logic                  clk,
  input wire logic                  reset_n,
  input wire logic                  push_i,
  input wire logic [DATA_WIDTH-1:0] wr_data_i,
  input wire logic                  pop_i,
  output logic [DATA_WIDTH-1:0]     rd_data_o,
  output logic                      full_o,
  output logic                      empty_o,
  output logic [$clog2(DEPTH):0]    occupancy_o
);
  localparam PTR_WIDTH = $clog2(DEPTH);
  logic [PTR_WIDTH-1:0]  rd_ptr, wr_ptr, next_rd_ptr, next_wr_ptr;
  logic                  push_valid, pop_valid;
  logic                  full, empty;
  logic                  fifo_count_en;
  logic [PTR_WIDTH-1:0]  fifo_count, next_fifo_count;
  logic [DATA_WIDTH-1:0] fifo_mem[0:DEPTH-1];
  logic [DATA_WIDTH-1:0] rd_data, next_rd_data;
  assign full  = (fifo_count == DEPTH);
  assign empty = (fifo_count == '0);
  assign push_valid = push_i && !full;
  assign pop_valid  = pop_i && !empty;
  always_comb begin
    next_fifo_count = '0;
    case({push_valid, pop_valid})
      2'b00 : next_fifo_count = fifo_count;
      2'b01 : next_fifo_count = fifo_count - PTR_WIDTH'd1;
      2'b10 : next_fifo_count = fifo_count + PTR_WIDTH'd1;
      2'b11 : next_fifo_count = fifo_count;
    endcase
  end  
  assign fifo_count_en = push_valid || pop_valid;
  always_ff @(posedge clk or negedge reset_n) begin
    if(~reset_n)
      fifo_count <= '0;
    else if(fifo_count_en)
      fifo_count <= next_fifo_count;
  end  
  always_comb begin
    next_rd_ptr = '0;
    next_wr_ptr = '0;
    case({push_valid, pop_valid})
      2'b00 : begin
                next_rd_ptr = rd_ptr;
                next_wr_ptr = wr_ptr;
              end
      2'b01 : begin
                next_rd_ptr = rd_ptr + PTR_WIDTH'd1;
                next_wr_ptr = wr_ptr;
              end
      2'b10 : begin
                next_rd_ptr = rd_ptr;
                next_wr_ptr = wr_ptr + PTR_WIDTH'd1;
              end
      2'b11 : begin
                next_rd_ptr = rd_ptr;
                next_wr_ptr = wr_ptr;
              end
    endcase
  end  
  always_ff @(posedge clk or negedge reset_n) begin
    if(~reset_n) begin
      rd_ptr <= '0;
      wr_ptr <= '0;
    end
    else if(fifo_count_en) begin
      rd_ptr <= next_rd_ptr;
      wr_ptr <= next_wr_ptr;
    end
  end  
  always_ff @(posedge clk) begin
    if(push_valid)
      fifo_mem[wr_ptr] <= wr_data_i;
  end  
  assign next_rd_data = fifo_mem[rd_ptr];
  always_ff @(posedge clk) begin
    if(pop_valid)
      rd_data <= next_rd_data;
  end  
  assign rd_data_o   = rd_data;
  assign full_o      = full;
  assign empty_o     = empty;
  assign occupancy_o = fifo_count;
endmodule  
--- flow/run.sh ---
#!/bin/bash
# OpenROAD 26Q1-2900-gdf79404cd8, Yosys 0.63+post, stock flow scripts
make -C /OpenROAD-flow-scripts/flow DESIGN_CONFIG=/design/flow/config.mk WORK_HOME=/design/flow/orfs finish
--- flow/config.mk ---
export PLATFORM = sky130hd
export DESIGN_NAME = fifo
export DESIGN_NICKNAME = fifo
export VERILOG_FILES = /design/flow/design.v
export SDC_FILE = /design/flow/constraint.sdc
export NUM_CORES = 4
export LEC_CHECK = 1
export CORE_UTILIZATION = 50
--- flow/constraint.sdc ---
current_design fifo

set clk_period 6.6
set clk_io_pct 0.2

create_clock -name clk0 -period $clk_period [get_ports {clk}]

set non_clock_inputs [all_inputs -no_clocks]
set_input_delay [expr $clk_period * $clk_io_pct] -clock clk0 $non_clock_inputs
set_output_delay [expr $clk_period * $clk_io_pct] -clock clk0 [all_outputs]
==> CHANGELOG.md <==
### Physical design

* Status: finished clean
* Slew at the pin closest to its max-slew limit at 780 ps
* Largest stage delay, worst path at 600 ps
* Routed wl met2 at roughly 4400 um
* Log Warnings at 29
* Global route total overflow at 0
* IO buf count at roughly 70
* Ys Warns at 1
* Total CTS buffers at 17
* Number of routed nets with antenna violations at 0
* Worst-path clk slew at roughly 60 ps
* Diode count at 0
* YS chip area at around 0.006 sq mm
* Req. time, crit path at roughly 6900 ps
* Crit end category: register
* Die height at roughly 110 um
* PostCTS Resize Cnt at 0
* Share of layout cells above drive strength 1 at about a fifth
* Largest net degree at the start of global routing at 34
* Period utilisation layout at 42.7%
* Num rows at 39
* Fin crit period at roughly 2800 ps
* Top cell area share at between 80% and 90%
* Arrival time at the worst endpoint at around 3200 ps
* Pwr Density at 426 mW/mm^2
* Setup bufs post-CTS at 0
* Clk sink count at roughly 170
* Seq/Total Area, Yosys at between 80 and 90%
* Post-DR wirelength/cell at ~19 um
* Max FO, Critical Path at 33
* Max-slew violation count at 0
* I/O pin count at ~73
* Post-Synth Simple-Gate Area at 0.668%
* Cell type with the largest total area: edfxtp_1
* Synthesized instance count at 235
* DRC Markers at 0
* Initial antenna violation count at 0
* Initial Util at about half
* Max-slew headroom at a little under half
* RSZ-0062 raised after global routing: false
* Total track usage at roughly 18%
* Family with the most delay on the worst path: buffers and inverters
* TritonCTS clock tree: done
* Most common library cells after synthesis: 160 x edfxtp_1, 28 x mux4_2, 6 x dfrtp_1, 6 x ha_1
* Peak supply drop at around 0.00029 V
* Die width at 111 um
* Via density at roughly 5.3
* WL met3 at 834 um
* Top cells, area: edfxtp_1 80%, mux4_2 11%, dfrtp_1 2.5%, mux4_1 1.8%, ha_1 1.3%
* Mapped Area at 0.00599 sq mm
* Worst skew pair latency at between 400 and 500 ps
* Top FF cell, synth: edfxtp_1
* M1 WL at 3600 um
* Yosys xor share at 0.877%
* Total buffers and inverters traversed by the critical path at 2
* Total wire length at 9060 um
* Hold Buf Count CTS at 0
* Most frequent cell after synthesis: edfxtp_1
* Critical path class: in -> reg
* Yosys cell types at 18
* Vias at roughly 2500
* Ys flops at between 150 and 200
* First-pass GRT wire length at 14400 um
* CORE AREA at 0.0116 sq mm
* 1st-pass router iterations at 24
* Final hold vios at 0
* Die ar. at approximately 0.012 sq mm
* GPL Wtd Cong at around 0.73
* Cells in synth_stat.txt at between 200 and 250
* Adder Area Share at 1.25%
* Vias in the first global route at 2780
* Dpl hpwl at approximately 5100 um
* Pleak at ~0.0025 uW
* Setup ws final at around 3800 ps
* Highest metal used: met4
* MUX area fraction at roughly an eighth
* Setup clock skew after layout at around 5.8 ps
* Final setup viols at 0
* DRC marker count from the first detailed-route iteration at between 150 and 200
* Setup WS pre-CTS at between 3000 and 4000 ps
* Slowest stage cell, crit path: inv_2
* Post-route setup TNS at 0 ps
* Synthesized area per cell at around 25 sq um
* Max-Cap Viols at 0
* Dominant comb cell: multiplexers
* Synth async-reset ratio at ~3.6%
* CP Launch Type: input pin
* Critical path, cell by cell: clkdlybuf4s50_1, o21ai_0, inv_2, ha_1, nor2_1, xor2_1
* Clock root buffer: clkbuf_16
* Ao+oa area frac at 0.167%
* Flip-flops with a built-in enable at approximately 160
* CTS Buffer Depth at 2
* Total power at ~3100 uW
* H-tree lvl count at 4
* Fmax at approximately 350 MHz
* Hold crit path type: reg -> reg
* Synthesis-to-layout area growth at 23.0%
worst paths after layout:
kind                                     from            end  slack [ps]  cells past startpoint
max in group asynchronous             reset_n      rd_ptr[0]        5210                      1
worst min-delay path            fifo_count[1]  fifo_count[1]         520                      1
min in group asynchronous             reset_n      wr_ptr[0]        1150                      1
worst max-delay path                    pop_i  fifo_count[1]        3780                      6
worst max register to register      rd_ptr[0]    rd_data[19]        4550                      2
worst min register to register  fifo_count[1]  fifo_count[1]         520                      1
final cells by class:
| class | instances | area (sq um) |
|---|---|---|
| repair buffers | 76 | 746 |
| well taps | 143 | 179 |
| inverters | 4 | 15.0 |
| multi-input cells | 56 | 926 |
| clock inverters | 13 | 114 |
| flip-flops and latches | 166 | 4960 |
| clock buffers | 19 | 433 |
| fillers | 775 | 4200 |
stage by stage:
stage               hold WS, ps  util (%)  instances  cell area, sq um
floorplan                   459         -        236              6000
global placement            506      59.0        445              6820
detailed placement          514      59.0        445              6820
CTS                         525      63.7        477              7370
global route                574      63.7        477              7370
finish                      521      63.7        477              7370
placed cells by master, fill, tap and decap left out, drive strengths merged:
cell type      instances
and2                   4
buf                    6
bufinv                 2
clkbuf                19
clkdlybuf4s50         70
clkinv                11
conb                   2
dfrtp                  6
edfxtp               160
ha                     6
inv                    4
mux4                  32
nand2                  2
nor2                   2
o21ai                  2
xnor2                  2
xor2                   4
routing by layer:
layer  up-vias  global-route usage [%]
met2       129                    25.4
li1       1144                       -
met1      1259                    27.9
met3        15                    9.86
met5         -                       0
met4         0                    2.43
report_power, final:
part	total (uW)	internal [uW]	leakage [uW]	switching, uW
logic	646	389	0.000644	257
clock network	906	547	0.000274	359
registers	1580	1470	0.00155	114
flip-flops by register name (all words and copies together) (netlist names):
signal	flops
rd_ptr	2
rd_data	32
wr_ptr	2
fifo_count	2
fifo_mem	128
worst reg2reg max path, cell delays in order, from the launching register on:
cell and delay, ps:
dfrtp_2 740, buf_4 470, mux4_2 570
cells by family (layout without fill, tap and decap cells):
logic type / count (synthesis) / in the layout
compound gates: 2 / 2
other cells: 1 / 2
mux: 32 / 32
flops: 166 / 166
simple gates: 8 / 8
xor+xnor: 6 / 6
fa+ha+maj: 6 / 6
buf+inv: 14 / 112
No activity file was given, so power comes from the tool's default toggle rates.
